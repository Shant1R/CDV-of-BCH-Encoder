<file path="design/flow/run.sh">
#!/bin/bash
# OpenROAD 26Q1-2900-gdf79404cd8, Yosys 0.63+post, stock flow scripts
make -C /OpenROAD-flow-scripts/flow DESIGN_CONFIG=/design/flow/config.mk WORK_HOME=/design/flow/orfs finish
</file>
<file path="design/flow/config.mk">
export PLATFORM = sky130hd
export DESIGN_NAME = BCHEncoder
export DESIGN_NICKNAME = BCHEncoder
export VERILOG_FILES = /design/flow/design.v
export SDC_FILE = /design/flow/constraint.sdc
export NUM_CORES = 4
export LEC_CHECK = 1
export CORE_UTILIZATION = 40
</file>
<file path="design/flow/constraint.sdc">
current_design BCHEncoder

set clk_period 5.5
set clk_io_pct 0.2

create_clock -name clk0 -period $clk_period [get_ports {clk}]

set non_clock_inputs [all_inputs -no_clocks]
set_input_delay [expr $clk_period * $clk_io_pct] -clock clk0 $non_clock_inputs
set_output_delay [expr $clk_period * $clk_io_pct] -clock clk0 [all_outputs]
</file>
<file path="design/flow/design.v">
`timescale 1ns / 1ps
module encoder_LFSR(dout,din, clk, reset, switch, init
    );
    output dout;
    input din, clk, reset, switch, init;
    reg d0, d1, d2, d3, d4, d5, d6, d7;
    reg df, dout;
    always@(posedge clk)
    begin
	   if(reset)
	   begin
		   d0<= 1'b0;
		   d1<= 1'b0;
		   d2<= 1'b0;
		   d3<= 1'b0;
		   d4<= 1'b0;
		   d5<= 1'b0;
		   d6<= 1'b0;
		   d7<= 1'b0;
	  end
	  else if(init)
	   begin
		   d0<= 1'b0;
		   d1<= 1'b0;
		   d2<= 1'b0;
		   d3<= 1'b0;
		   d4<= 1'b0;
		   d5<= 1'b0;
		   d6<= 1'b0;
		   d7<= 1'b0;
	  end
	  else
	  begin
		  d0<= df;
		  d1<= d0;
		  d2<= d1;
		  d3<= d2;
		  d4<= df^d3;
		  d5<= d4;
		  d6<= df^d5;
		  d7<= df^d6;	
	  end
	end
   always@(switch,din,d7)
   begin
		if(switch)
		begin
			df<= din^d7;
			dout<=din;
		end		
		else
		begin
			df<=1'b0;
			dout<= d7;
		end
	end
endmodule
`timescale 1ns / 1ps
module BCHEncoder(out, msg, clk, reset, active_encoder);  
output[0:62] out;
    input[50:0] msg;
    input clk, reset,active_encoder;
    wire en_out,ps_out;
    reg [6:0] ctrl;  
    reg init, hold, load, switch;
    initial ctrl = 7'b0;
always@ (posedge clk)
begin
    if(active_encoder)
       ctrl <= ctrl + 1;
    else
       ctrl<= 7'b0;
end
always@ (posedge clk)
begin
    if(reset)
    begin
        init = 0;
        load = 0;
        hold = 0;
        switch = 0;
    end
    else if(ctrl==0)
    begin
        init = 1;
        load = 1;
        hold = 0;
        switch =0;
    end
    else if(ctrl == 1)
    begin
        init = 0;
        load = 1;
        hold = 0;
    end
    else if(ctrl == 2)
    begin
        init = 0;
        load = 0;
        hold = 0;
        switch = 1;
    end
    else if(ctrl == 53) 
    begin
        init = 0;
        load = 0;
        hold = 0;
        switch = 0;
    end
     else if(ctrl == 65) 
    begin
        init = 0;
        load = 0;
        hold = 1;
    end
end
       piso ps1(ps_out, msg, clk, reset, load);    
       encoder_LFSR b(en_out, ps_out, clk, reset, switch, init);
       sipo sp(out, en_out, clk, reset, hold);
endmodule
`timescale 1ns / 1ps
module piso(ps_out, ps_in, clk, reset, load);
input[50:0] ps_in;
    input clk, reset, load;    
    output ps_out;
    reg [50:0] temp_in;
    assign ps_out = temp_in[50];
    always @(posedge clk)
    begin 
       if (reset)
       begin
           temp_in <= 51'b0;
       end
       else
       begin
           if (load)
           temp_in <= ps_in;
           else
           begin
					temp_in[50] <= temp_in[49];
					temp_in[49] <= temp_in[48];
					temp_in[48] <= temp_in[47];
					temp_in[47] <= temp_in[46];
					temp_in[46] <= temp_in[45];
					temp_in[45] <= temp_in[44];
					temp_in[44] <= temp_in[43];
					temp_in[43] <= temp_in[42];
					temp_in[42] <= temp_in[41];
					temp_in[41] <= temp_in[40];
					temp_in[40] <= temp_in[39];
					temp_in[39] <= temp_in[38];
					temp_in[38] <= temp_in[37];
					temp_in[37] <= temp_in[36];
					temp_in[36] <= temp_in[35];
					temp_in[35] <= temp_in[34];
					temp_in[34] <= temp_in[33];
					temp_in[33] <= temp_in[32];
					temp_in[32] <= temp_in[31];
					temp_in[31] <= temp_in[30];
					temp_in[30] <= temp_in[29];
					temp_in[29] <= temp_in[28];
					temp_in[28] <= temp_in[27];
					temp_in[27] <= temp_in[26];
					temp_in[26] <= temp_in[25];
					temp_in[25] <= temp_in[24];
					temp_in[24] <= temp_in[23];
					temp_in[23] <= temp_in[22];
					temp_in[22] <= temp_in[21];
					temp_in[21] <= temp_in[20];
					temp_in[20] <= temp_in[19];
					temp_in[19] <= temp_in[18];
					temp_in[18] <= temp_in[17];
					temp_in[17] <= temp_in[16];
					temp_in[16] <= temp_in[15];
					temp_in[15] <= temp_in[14];
					temp_in[14] <= temp_in[13];
					temp_in[13] <= temp_in[12];
					temp_in[12] <= temp_in[11];
					temp_in[11] <= temp_in[10];
					temp_in[10] <= temp_in[09];
					temp_in[09] <= temp_in[08];
					temp_in[08] <= temp_in[07];
					temp_in[07] <= temp_in[06];
					temp_in[6] <= temp_in[5];
					temp_in[5] <= temp_in[4];
               temp_in[4] <= temp_in[3];
               temp_in[3] <= temp_in[2];
               temp_in[2] <= temp_in[1];
               temp_in[1] <= temp_in[0];
               temp_in[0] <= 1'b0;
           end
       end
   end
endmodule
`timescale 1ns / 1ps
module sipo(sp_out, sp_in, clk, reset, hold);
input sp_in, clk, reset, hold;
    output [0:62] sp_out;
    reg[62:0] r;
       assign sp_out = r;
       always @(posedge clk)          
          begin
              if (reset)
              r<= 63'b0;
              else if(hold)
              r<= r;
              else
              r<= {sp_in,r[62:1]};
          end
endmodule
</file>
==> reports/metrics.cfg <==
[logic_synthesis]
syn_avg_cell_area_um2 = 10.53
topCellsByArea = dfxtp_1, mux2i_1, nor2_1, buf_2, ha_1
synth_warnings = 4
synth_area_um2 = 4768
common_cells = dfxtp_1, nor2_1, mux2i_1
flop_cell = dfxtp_1
top_area_cell = dfxtp_1
synthArstFlopShare = 0
yosysMostFrequentCell = dfxtp_1
numSynthFlops = 133
synth_cells = 453
ys_types = 32
ys_cells = 453
ys_seq_frac = 0.5584
yosys_area_um2 = 4768
top_cell_area_share = 0.5584
edf_count = 0

[global_route]
overflow = 0
antenna_found_initial = 0
grt_max_degree = 65
track_usage = 0.1579
grt_pass1_vias = 3204
grt_pass1_wl_um = 15480

[timing]
finalSetupViolations = 0
whs_ps = 425.8
rsz0062_at_grt = no
finalCriticalPeriod_ps = 2364
hold_viol_final = 0
slew_headroom = 0.4484
period_used_share = 0.4297
final.setup_skew_ps = 5.597
fin_tns_setup_ps = 0
max_freq_ghz = 0.4231
tightest_slew_ps = 827.5
drv_slew = 0
setup_ws_ps = 3136

[hold_path]
hold_path_class = register to register

[detailed_routing]
wl_per_cell_um = 12.72
first_pass_iters = 22
drt-initial-drc-count = 217
routed_wirelength_um = 9156
routed_via_density = 4.636
num_vias = 3338
route.detailed.drc = 0
insertedDiodeCount = 0
detail-route-antenna-nets = 0

[clock_tree]
cts-root-buf = clkbuf_16
cts_buffers = 17
cts_buffer_depth = 2
cts-htree-levels = 4
cts_tree = built
cts_hold_buf = 0
post_cts_resize_count = 0
postCtsSetupBuffers = 0
clk_pin_slew_ps = 50
clk_latency_ps = 400
cts.sinks = 133

[power]
irDropWorstVdd_v = 0.0002330
p_per_area_nw_per_um2 = 360.9
leakagePower_nw = 2.532
power_mw = 2.394

[layout]
reg_top3 = sp.r x63, ps1.temp_in x51, ctrl x7
drive_gt1_frac = 0.06759
largest_reg_flops = 63
stdcell_count = 720
synthToLayoutAreaGrowth_pct = 39.10
fillers = 954
top_register = sp.r

[setup_path]
cp.required_ps = 4400
cp_data_arrival_time_ps = 1260
worstPathCellList = clkdlybuf4s50_1
critPathKind = register to output port
start_kind = register
cpLargestDelayFamily = buffers and inverters
cp-end-kind = output port
crit_buf_inv = 1
cp_slowest_stage_delay_ps = 510
cp_max_fo = 3
cp_slowest_cell = clkdlybuf4s50_1

[flow_run]
tool_warnings = 28
drv_cap = 0

[status]
status = finished, final reports clean

[floorplanning]
fp-row-count = 39
pin_count = 117
dieArea_um2 = 12360
fp_util = 0.4141
die_width_um = 111.2
core_area_um2 = 11520
die_height_um = 111.2

[place]
hpwl_um = 5778
gp_congestion = 0.8200
dp_cells = 688
dp_slack_ps = 2762
port_buffers = 116

worst register-to-register path, stage by stage (launching register included):
cell and delay (ps):
dfxtp_4 570, buf_4 640, mux2i_1 320, nor2_1 60
metal layers:
metal	up-vias	part of all wire	global-route usage
met5	-	0	0
met4	0	0.0071	0.01892
met3	4	0.042	0.03735
met2	50	0.47	0.2404
met1	1532	0.48	0.2447
li1	1752	-	-
cells by family after synthesis:
logic type | Yosys count | synth area share
AOI/OAI and AO/OA | 17 | 0.02335
DFF | 133 | 0.5584
buffers and inverters | 33 | 0.02939
muxes | 114 | 0.2396
and+or+nand+nor | 148 | 0.1315
xor gates and xnor gates | 4 | 0.007348
adders and majority gates | 4 | 0.01050
layout by cell type, fill, tap and decap left out, types with 5 or more instances in the layout:
| cell | netlist | final |
|---|---|---|
| nor2_1 | 120 | 120 |
| clkbuf_16 | 0 | 17 |
| o21ai_0 | 5 | 5 |
| and2_1 | 6 | 6 |
| or3_1 | 5 | 5 |
| a21oi_1 | 6 | 6 |
| clkinv_2 | 0 | 5 |
| mux2i_1 | 113 | 113 |
| clkdlybuf4s50_1 | 0 | 115 |
| inv_1 | 6 | 6 |
| dfxtp_1 | 133 | 131 |
path summary, 6_finish.rpt:
path,from,endpoint,slack (ps),depth (start not counted)
setup / recovery,sp.r[51],out[11],3140,1
hold / removal,b.d4,b.d5,430,1
setup reg to reg,hold,sp.r[2],3790,3
hold reg to reg,b.d4,b.d5,430,1
report_power, final:
group / switching (mW) / internal (mW)
Sequential: 0.0169 / 1.01
Clock: 0.386 / 0.779
Combinational: 0.0954 / 0.109
Total: 0.498 / 1.90
per-stage QoR:
step	area, µm²	utilization
2_1_floorplan	4768	-
3_3_place_gp	6016	0.5224
3_5_place_dp	6016	0.5224
4_1_cts	6633	0.5759
5_1_grt	6633	0.5759
6_report	6633	0.5759
final cells by class:
| class | instances | area [µm²] | share of cell area |
|---|---|---|---|
| Sequential cell | 133 | 2668 | 0.4022 |
| Multi-Input combinational cell | 287 | 1966 | 0.2964 |
| Timing Repair Buffer | 119 | 1181 | 0.1781 |
| Clock buffer | 22 | 464.2 | 0.06999 |
| Tap cell | 143 | 178.9 | 0.02698 |
| Clock inverter | 10 | 152.6 | 0.02301 |
| Inverter | 6 | 22.52 | 0.003396 |
